==> /design/flow/design.v <==
module alu(
input [15:0] x,
input [15:0] y,
input zx,  
input nx,  
input zy,  
input ny,  
input f,  
input no,  
output zr,  
output ng,  
output [15:0] out
);
wire [15:0] x0;  
wire [15:0] x1;  
wire [15:0] y0;  
wire [15:0] y1;  
wire [15:0] f0;  
assign x0 = zx ? 16'b0 : x  ;
assign x1 = nx ? ~x0   : x0 ;
assign y0 = zy ? 16'b0 : y  ;
assign y1 = ny ? ~y0   : y0 ;
assign f0 = f ? (x1 + y1) : (x1 & y1);
assign out = no ? ~f0 : f0; 
assign zr = (~|out);  
assign ng = out[15];  
endmodule  
module cpu(
input clk,  
input rst_n,  
input [15:0] inst,  
input [15:0] inM,  
 output ram_wr_en,
 output ram_screen_wr_en,
 output [15:0] outM,  
 output writeM,  
 output [15:0] addressM,  
 output reg [14:0] pc   
);
reg pc_w;
always@(posedge clk or negedge rst_n)
begin
	if (~rst_n)
		pc_w <= 1'b0;
	else pc_w <= ~pc_w;
end
wire zr;  
wire ng;  
wire [15:0] alu_out;  
wire [15:0] am_reg;  
wire jump;  
reg [15:0] d_reg;  
reg [15:0] a_reg;  
wire load_a;
assign ram_wr_en = writeM ? ~a_reg[15] : 1'b0;
assign ram_screen_wr_en = writeM ? a_reg[15] : 1'b0;
assign load_a = ~inst[15] | (inst[15] & inst[5]) | (inst[15:13] == 3'b100);
assign load_d = (inst[15:13] == 3'b111) & inst[4];
assign jump = (inst[15:13] == 3'b111) & ((~ng & inst[0]) | (ng & inst[2]) | (zr & inst[1]));
assign am_reg = inst[12] ? inM : a_reg;
assign writeM = (inst[15:13] == 3'b111) & inst[3] & pc_w;
assign outM = alu_out;
assign addressM = a_reg[15:0];
always@(posedge clk)
begin
	if (load_d) d_reg <= pc_w ? alu_out : d_reg;
end
always@(posedge clk)
begin
	if (load_a) a_reg <= pc_w ? ((inst[15:13] == 3'b111) ? alu_out : inst) : a_reg;
	end
always@(posedge clk or negedge rst_n)
begin
	if (~rst_n) pc <= 15'd0;
	else if (jump & pc_w) pc <= a_reg[14:0];
	else if (pc_w) pc <= pc + 15'd1;
end
alu u_alu(
.x (d_reg),
.y (am_reg),
.zx (inst[11]),
.nx (inst[10]),
.zy (inst[9]),
.ny (inst[8]),
.f  (inst[7]),
.no (inst[6]),
.zr (zr),
.ng (ng),
.out (alu_out)
);
endmodule
==> /design/flow/run.sh <==
#!/bin/bash
# OpenROAD 26Q1-2900-gdf79404cd8, Yosys 0.63+post, stock flow scripts
make -C /OpenROAD-flow-scripts/flow DESIGN_CONFIG=/design/flow/config.mk WORK_HOME=/design/flow/orfs finish
==> /design/flow/config.mk <==
export PLATFORM = sky130hd
export DESIGN_NAME = cpu
export DESIGN_NICKNAME = cpu
export VERILOG_FILES = /design/flow/design.v
export SDC_FILE = /design/flow/constraint.sdc
export NUM_CORES = 4
export LEC_CHECK = 1
export CORE_UTILIZATION = 40
==> /design/flow/constraint.sdc <==
current_design cpu

set clk_period 7.1
set clk_io_pct 0.2

create_clock -name clk0 -period $clk_period [get_ports {clk}]

set non_clock_inputs [all_inputs -no_clocks]
set_input_delay [expr $clk_period * $clk_io_pct] -clock clk0 $non_clock_inputs
set_output_delay [expr $clk_period * $clk_io_pct] -clock clk0 [all_outputs]
==> deck_impl_summary.md <==
Key Metrics from the Run

Placement
  • Final Wtd Congestion: 0.948
  • Pre-CTS setup slack: 506 ps
  • # port buffers: 83
  • Detailed Place HPWL: 9000 um

Floorplan
  • Die H: 106 um
  • Die outline width: 106 um
  • Ports: 84
  • Core Region: 10400 um2
  • Die area: 11200 um2
  • Starting Density: 41.4%
  • Placement Rows: 37

Route
  • Final ANT Viol Nets: 0
  • # DRC: 0
  • Antenna diodes: 0
  • Routed via count: 3898
  • Average wire per standard cell: 16.8 um
  • Final WL: 11800 um
  • DR vias/cell: 5.54
  • Pre-Repair DR Iteration Count: 4
  • 1st-iter DRT viols: 230

Synthesis
  • Library cells used by synthesis: 66
  • Ys flops: 48
  • Post-synth EDFFs: 32
  • Yosys stat area: 4290 um2
  • Post-synth ARST share: 33.3%
  • Yosys Instances: 496
  • Avg Inst Size Synth: 8.66 um2
  • Synthesized area: 4290 um2
  • Post-synth seq share: 31.7%
  • Ys flop type: edfxtp_1
  • Mapped Cells: 496
  • Yosys warns: 2

Clocking
  • Clock latency on the worst-skew pair: 310 ps
  • CTS root buffer: clkbuf_8
  • Clock-pin slew on the worst setup and hold paths: 100 ps
  • Number of hold buffers added after cts: 0
  • CTS buffer count: 5
  • CTS Buffer Depth: 2
  • Post-CTS Setup Repair Bufs: 0
  • Clk sinks: 48
  • TritonCTS clock tree: done
  • Post-CTS resize count: 0
  • Htree depth: 2

Setup path
  • Worst r2r src: a_reg[0]
  • Worst R2R End: pc[9]
  • Max stage delay on crit path: 630 ps
  • CP delay by family, top: buffers and inverters
  • Critical path launch point type: input pin
  • CP Capture Type: output pin
  • Critical path depth: 13
  • Reg2Reg Depth: 16
  • Worst Setup EP: outM[13]
  • Cell breakdown of the critical path: clkdlybuf4s50_1 > buf_12 > mux2i_1 > nor2_1 > xor2_1 > ha_1 > a21oi_1 > nor2_2 > o21a_1 > o21a_1 > o311ai_1 > xnor2_1 > clkdlybuf4s50_1
  • Setup slack, reg-to-reg: 2460 ps
  • Slowest CP cell: clkdlybuf4s50_1
  • CP arrival: 5180 ps
  • CP required: 5680 ps
  • Buf+Inv Stages, Crit Path: 3
  • CP Launch Point: inst[12]
  • Crit Path Category: in2out
  • Worst Path Max Fanout: 14

Cells and area
  • Fin util: 51.7%
  • Fraction of layout cells with a size suffix above 1: 6.87%
  • Fillers: 944
  • Logic cell area: 2710 um2
  • Area grow syn2layout: 24.9%
  • Top cells excl fill/tap: clkdlybuf4s50_1, nand2_1, nor2_1
  • Dominant logic cell type in the layout: clkdlybuf4s50_1
  • Register area: 1360 um2

Timing
  • Setup_tns: 0 ps
  • Hold Fails Final Rpt: 0
  • Slew HR: 40.1%
  • Final Setup Violations: 0
  • Min Tclk post-route: 6600 ps
  • FMAX: 152 MHz
  • Final Cycle Share: 92.9%
  • Final worst slack: 501 ps
  • Skew final: 10.5 ps
  • Min Hold Slack: 562 ps
  • Slew Viols, Final: 0
  • Setup repair after global routing missed its margin: no
  • Worst Tran Pin Value: 890 ps

Worst hold path
  • WHS Path Cells: 2
  • Hold WC Path Type: reg2reg

Power
  • Reg power frac: 33.0%
  • Sw Ratio: 37.1%
  • Combinational group share of total power: 51.5%
  • Clock Power Share: 15.5%
  • Sw Pwr: 0.000457 W
  • Leakage: 2.08 nW
  • Peak supply drop: 134 uV
  • P_int: 0.000775 W
  • PwrDens: 230 nW/um2

GRT
  • Antenna violations before repair: 0
  • GRT Resource Usage Total: 22.4%
  • First-pass GRT wire length: 19100 um
  • Vias in the first global route: 3694
  • Pin count of the biggest net entering global routing: 36
  • Grt total ovfl: 0

Run status
  • Status: finished, final reports clean

Job
  • MaxCap Viol Count: 0
  • Tool warnings: 25
## cell type report
type | count | area share [%]
multi-input combinational | 395 | 50.5
clock inverter | 2 | 0.210
tap | 136 | 3.17
inverter | 21 | 1.47
clock buffer | 6 | 1.75
timing repair buffer | 96 | 17.5
sequential | 48 | 25.4
## through the flow
stage / instances / instance area (um2) / power (W)
after floorplan: 496 / 4290 / 0.000772
after global placement: 696 / 5260 / 0.00104
after detailed placement: 696 / 5260 / 0.00105
after CTS: 704 / 5360 / 0.00124
after global routing: 704 / 5360 / 0.00133
final: 704 / 5360 / 0.00123
## Yosys cell counts, drive strengths merged (16+ instances only)
cell type  count  area (um2)
a21oi         18        93.8
clkbuf        21        78.8
dfrtp         16         400
edfxtp        32         961
ha            17         213
inv           21        78.8
mux2i         23         230
nand2         62         233
nand2b        19         119
nor2          47         179
xnor2         35         307
xor2          18         158
## cells by family after synthesis
| group | count (synthesis) | synth area share, % |
|---|---|---|
| multiplexers | 24 | 5.62 |
| AND/OR/NAND/NOR | 198 | 22.8 |
| AND-OR/OR-AND | 102 | 18.4 |
| flip-flops | 48 | 31.7 |
| XOR/XNOR | 53 | 10.8 |
| adder cells (fa/ha/maj) | 18 | 5.42 |
| buffers and inverters | 53 | 5.25 |
## worst reg2reg max path: stages (launching register included)
cell	delay (ps)
edfxtp_1	430
mux2i_1	150
nor2_1	60
xor2_1	150
ha_1	270
fa_1	450
a211oi_2	260
o21ai_2	140
nand2_1	110
a211oi_1	80
a211oi_1	410
and4b_1	240
a31o_1	280
a311oi_4	260
buf_4	260
or2_1	670
o221ai_1	250
## how the worst min path moves through the flow
stage         startpoint  endpoint
finish             pc[1]     pc[1]
global route       pc[1]     pc[1]
CTS                pc[1]     pc[1]
## metal layers
metal | vias to the layer above | routed length, um | GRT usage [%]
met5 | - | 0 | 0
met4 | 0 | 272 | 4.76
met3 | 21 | 744 | 3.66
met2 | 130 | 5160 | 32.5
met1 | 1806 | 5620 | 36.2
li1 | 1941 | - | -
## power by group through the flow
| stage | Clock (W) | Sequential [W] | Combinational, W |
|---|---|---|---|
| after CTS | 0.000199 | 0.000407 | 0.000637 |
| after global routing | 0.000208 | 0.000416 | 0.000705 |
| final | 0.000191 | 0.000407 | 0.000634 |
Power is estimated from default activity; no workload was simulated.
