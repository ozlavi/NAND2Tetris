[./constraint.sdc]
current_design vga

set clk_period 3.8
set clk_io_pct 0.2

create_clock -name clk0 -period $clk_period [get_ports {pixel_clk}]

set non_clock_inputs [all_inputs -no_clocks]
set_input_delay [expr $clk_period * $clk_io_pct] -clock clk0 $non_clock_inputs
set_output_delay [expr $clk_period * $clk_io_pct] -clock clk0 [all_outputs]
[./design.v]
module vga(
input pixel_clk,  
input rst_n,
input [7:0] pixelmap_out,  
input [7:0] ascii,  
output [10:0] pixelmap_addr,  
output [11:0] rd_addr,
output [3:0] VGA_R,  
output [3:0] VGA_G,  
output [3:0] VGA_B,  
output VGA_HS,  
output VGA_VS   
);
wire [31:0] x_pos;
wire [31:0] y_pos;
wire disp_ena;
wire [3:0] curr_pixel;
wire [7:0] pixelmap_reversed;
wire [6:0] x_char;
wire [6:0] y_char;
assign pixelmap_reversed[7] = pixelmap_out[0];
assign pixelmap_reversed[6] = pixelmap_out[1];
assign pixelmap_reversed[5] = pixelmap_out[2];
assign pixelmap_reversed[4] = pixelmap_out[3];
assign pixelmap_reversed[3] = pixelmap_out[4];
assign pixelmap_reversed[2] = pixelmap_out[5];
assign pixelmap_reversed[1] = pixelmap_out[6];
assign pixelmap_reversed[0] = pixelmap_out[7];
assign x_char = x_pos[9:3];
assign y_char = y_pos[9:3];
assign curr_pixel[3:0] = {4{pixelmap_reversed[x_pos_d2[2:0]]}};
assign VGA_R = (disp_ena & (~idx_high)) ? curr_pixel : 4'b0;
assign VGA_G = (disp_ena & (~idx_high)) ? curr_pixel : 4'b0;
assign VGA_B = (disp_ena & (~idx_high)) ? curr_pixel : 4'b0;
assign pixelmap_addr = {ascii[7:0],y_pos_d1[2:0]};
reg [2:0] x_pos_d1;
reg [2:0] x_pos_d2;
reg [2:0] y_pos_d1;
always@(posedge pixel_clk or negedge rst_n)
begin
	if (~rst_n)
	begin
		x_pos_d1 <= 3'b0;
		x_pos_d2 <= 3'b0;
		y_pos_d1 <= 3'b0;
	end
	else
	begin
		x_pos_d1 <= x_pos[2:0];
		x_pos_d2 <= x_pos_d1[2:0];
		y_pos_d1 <= y_pos[2:0];
	end
end
reg [12:0] cube;
always @(*) 
begin
	cube = (80*y_pos[10:3]) + x_pos[10:3];
end
assign rd_addr = cube[11:0];
wire idx_high;
assign idx_high = (cube > 13'd4095) ? 1'b1 : 1'b0; 
vga_controller u_vga_controller (
	.pixel_clk(pixel_clk),  
	.reset_n(rst_n),  
	.h_sync(VGA_HS),
	.v_sync(VGA_VS), 
	.disp_ena(disp_ena),  
	.column(x_pos[31:0]),
	.row(y_pos[31:0])
);
endmodule
module vga_controller #(
   parameter h_pixels   = 640,    
   parameter h_fp       = 16,     
   parameter h_pulse    = 96,     
   parameter h_bp       = 48,     
   parameter h_pol      = 1'b0,   
   parameter v_pixels   = 480,    
   parameter v_fp       = 10,     
   parameter v_pulse    = 2,      
   parameter v_bp       = 33,     
   parameter v_pol      = 1'b0    
)( input pixel_clk,            
   input reset_n,              
   output reg h_sync,          
   output reg v_sync,          
   output reg disp_ena,        
   output reg [31:0] column,   
   output reg [31:0] row       
   );
   localparam h_period = h_pulse + h_bp + h_pixels + h_fp;
   localparam v_period = v_pulse + v_bp + v_pixels + v_fp;
   reg [$clog2(h_period)-1:0] h_count;
   reg [$clog2(v_period)-1:0] v_count;
   always @(posedge pixel_clk) begin
      if (reset_n == 1'b0) begin
         h_count  <= 0;
         v_count  <= 0;
         h_sync   <= ~ h_pol;
         v_sync   <= ~ v_pol;
         disp_ena <= 1'b0;
         column   <= 0;
         row      <= 0;
      end else begin
         if (h_count < h_period - 1) begin
            h_count <= h_count + 1;
         end else begin
            h_count <= 0;
            if (v_count < v_period - 1) begin
               v_count <= v_count + 1;
            end else begin
               v_count <= 0;
            end
         end
         if ( (h_count < h_pixels + h_fp) || (h_count > h_pixels + h_fp + h_pulse) ) begin
            h_sync <= ~ h_pol;
         end else begin
            h_sync <= h_pol;
         end
         if ( (v_count < v_pixels + v_fp) || (v_count > v_pixels + v_fp + v_pulse) ) begin
            v_sync <= ~ v_pol;
         end else begin
            v_sync <= v_pol;
         end
         if (h_count < h_pixels) begin
            column <= h_count;
         end
         if (v_count < v_pixels) begin
            row <= v_count;
         end
         if (h_count < h_pixels && v_count < v_pixels) begin
            disp_ena <= 1'b1;
         end else begin
            disp_ena <= 1'b0;
         end
      end
   end
endmodule
[./config.mk]
export PLATFORM = sky130hd
export DESIGN_NAME = vga
export DESIGN_NICKNAME = vga
export VERILOG_FILES = /design/flow/design.v
export SDC_FILE = /design/flow/constraint.sdc
export NUM_CORES = 4
export LEC_CHECK = 1
export CORE_UTILIZATION = 40
[./run.sh]
#!/bin/bash
# OpenROAD 26Q1-2900-gdf79404cd8, Yosys 0.63+post, stock flow scripts
make -C /OpenROAD-flow-scripts/flow DESIGN_CONFIG=/design/flow/config.mk WORK_HOME=/design/flow/orfs finish
==> impl_metrics.tcl <==
# implementation run metrics
set metrics [dict create \
    path_class "reg2out" \
    min_delay_path_depth 0 \
    synth-edff-count 0 \
    row_count 29 \
    max-vdd-ir-drop_uv 170 \
    place.gp.congestion 0.826 \
    n_antenna_cell 0 \
    die_area_um2 7020 \
    critPathLaunchType "flip-flop" \
    fmax_mhz 265 \
    drc 0 \
    top_cells_by_area "dfxtp_1, dfrtp_1, ha_1" \
    layout-drive-gt1-share_pct 20.5 \
    root_buffer "clkbuf_8" \
    syn_area_per_cell_um2 9.67 \
    drtIter0Drc 110 \
    fp.dieW_um 83.8 \
    rr_worst_depth 5 \
    status "completed" \
    finalInstanceArea_um2 3260 \
    critPathMaxFanout 3 \
    worstMarginPinSlew_ns 0.736 \
    xor_share_pct 8.32 \
    hp-class "reg2reg" \
    ys_cells 277 \
    vias_per_cell 4.84 \
    clk_path_buf_depth 2 \
    core-area_um2 6420 \
    setup_viol 0 \
    cp_data_required_time_ns 3.04 \
    aoi_share_pct 9.25 \
    ys_warn_count 2 \
    synth_flops 52 \
    ctsHoldBuffers 0 \
    setup_tns_ns 0 \
    p_seq_share_pct 59.7 \
    postSynthSeqShare_pct 40.6 \
    internal_power_w 0.000738 \
    vias 1882 \
    insertion_delay_ns 0.30 \
    numPortBuffers 38 \
    yosysTopAreaCellShare_pct 32.1 \
    grt_max_degree 18 \
    htreeDepth 2 \
    top_cells_by_count "dfxtp_1, nor2_1, buf_4, nand2_1, ha_1" \
    place_ws_ns -0.186 \
    fp_util_pct 41.7 \
    most_common_cell "dfxtp_1" \
    cts_tree "yes" \
    placed_area_um2 3070 \
    synthFlopType "dfxtp_1" \
    synth-simple-area-share_pct 16.5 \
    clock_sinks 52 \
    max_slew_margin_pct 50.6 \
    chipHeight_um 83.8 \
    hold_viol 0 \
    syn_area_um2 2680 \
    syn-instance-count 277 \
    mux_area_share_pct 6.54 \
    fin_worst_skew_ns 0.00706 \
    power.share.switching_pct 21.2 \
    synthTopLogicFamily "simple AND/OR/NAND/NOR gates" \
    synth_cell_type_count 46 \
    adder_share_pct 9.44 \
    routedWlPerCell_um 11.9 \
    ioPinCount 55 \
    track_usage_pct 14.2 \
    clockPowerShare_pct 34.3 \
    drv_cap 0 \
    firstDrtPassIters 20 \
    min_period_ns 3.77 \
    endpoint_kind "output pin" \
    cts_buffers 5 \
    ant_nets 0 \
    post-route-util_pct 50.8 \
    n_fill_cell 566 \
    largest_area_cell "dfxtp_1" \
    drv_slew 0 \
    antenna_found_initial 0 \
    p_leak_nw 1.40 \
    hpwl_um 3290 \
    fin_crit_sh_pct 99.3 \
    rsz0062_at_grt "yes" \
    ys_chip_area_um2 2680 \
    async_flop_share_pct 17.3 \
    overflow 0 \
    tool_warnings 29 \
    share_comb_of_total_power_pct 6.0 \
    first_global_vias 1788 \
    p_per_area_nw_per_um2 287 \
    totalWireLength_um 4610 \
    clk_pin_slew_ns 0.09 \
    p_sw_w 0.000199 \
    grt_pass1_wl_um 8070 \
    setup_ws_ns 0.0250 \
    area_delta_synth_final_pct 21.9 \
    arrival_ns 3.01 \
]
==> area by class of cell <==
| type | instances | area (um2) | area share [%] |
|---|---|---|---|
| clock inverters | 1 | 8.76 | 0.268 |
| repair buffers | 61 | 509 | 15.6 |
| multi-input cells | 182 | 1440 | 44.1 |
| well taps | 77 | 96.3 | 2.95 |
| clock buffers | 7 | 86.3 | 2.65 |
| inverters | 9 | 33.8 | 1.04 |
| flip-flops and latches | 52 | 1090 | 33.4 |
==> metrics by stage <==
step	total power (W)	hold slack, ns	std cells
global placement	0.000631	0.334	375
floorplan	0.000611	0.331	277
detailed placement	0.000632	0.335	375
CTS	0.000954	0.351	388
global route	0.000985	0.361	389
finish	0.000937	0.349	389
==> sequential cells by signal, indices dropped and copies added (netlist names) <==
signal and count:
u_vga_controller.disp_ena 1, x_pos_d2 3, u_vga_controller.column 10, u_vga_controller.v_count 10, y_pos_d1 3, u_vga_controller.row 10
u_vga_controller.h_sync 1, u_vga_controller.v_sync 1, u_vga_controller.h_count 10, x_pos_d1 3
==> worst paths after layout <==
path                                              from                          end  slack [ns]
hold / removal                 u_vga_controller.row[1]                  y_pos_d1[1]        0.35
setup / recovery               u_vga_controller.row[4]                     VGA_G[2]        0.03
setup reg to reg           u_vga_controller.h_count[0]  u_vga_controller.v_count[6]        1.87
min in group asynchronous                        rst_n                  x_pos_d1[0]        0.85
max in group asynchronous                        rst_n                  y_pos_d1[0]        2.38
hold reg to reg                u_vga_controller.row[1]                  y_pos_d1[1]        0.35
==> power by group through the flow <==
stage	registers, W	logic [W]	clock network [W]
after CTS	0.000560	0.0000587	0.000335
after global routing	0.000561	0.0000626	0.000361
final	0.000560	0.0000560	0.000321
==> cells in the final DEF, fill, tap and decap left out, types with 7 or more instances in the layout <==
cell             netlist  layout
xor2_1                 7       7
clkbuf_2               0       9
ha_1                  17      11
xnor2_1               14      14
clkdlybuf4s50_1        0      26
inv_1                  9       9
a21oi_1                8       8
dfrtp_1                9       9
nand2_1               20      20
nor2b_1               12      12
dfxtp_1               43      40
nor2_1                31      31
mux2i_1               13      13
buf_4                 23      18
==> what timing repair did <==
| item | in CTS | in global routing |
|---|---|---|
| setup endpoints to repair | 12 | 12 |
| cloned | 1 | 0 |
| pin swaps | 8 | 7 |
| gates resized | 32 | 24 |
| setup buffers | 4 | 2 |
==> worst max-delay path, cell delays in order (launching register included) <==
cell,delay (ns)
dfxtp_2,0.35
ha_4,0.24
ha_4,0.16
fa_2,0.37
a211oi_4,0.28
o22ai_1,0.12
and4bb_1,0.30
xnor3_1,0.26
nor3b_2,0.21
buf_2,0.18
buf_6,0.10
buf_6,0.08
clkbuf_2,0.08
==> cell families after synthesis <==
| logic type | Yosys count |
|---|---|
| AND-OR/OR-AND | 35 |
| XOR/XNOR | 23 |
| adder cells (fa/ha/maj) | 19 |
| buffers and inverters | 43 |
| flip-flops | 52 |
| multiplexers | 15 |
| AND/OR/NAND/NOR | 90 |
==> layer usage <==
layer / vias to the layer above / part of all wire (%) / track usage [%] / wire, um
li1: 984 / - / - / -
met1: 879 / 52 / 22.4 / 2410
met2: 15 / 44 / 21.8 / 2040
met3: 4 / 2.5 / 2.41 / 114
met4: 0 / 0.85 / 1.57 / 39
met5: - / 0 / 0 / 0
Power is estimated from default activity; no workload was simulated.
